<file path="run.sh">
#!/bin/bash
# OpenROAD 26Q1-2900-gdf79404cd8, Yosys 0.63+post, stock flow scripts
make -C /OpenROAD-flow-scripts/flow DESIGN_CONFIG=/design/flow/config.mk WORK_HOME=/design/flow/orfs finish
</file>
<file path="config.mk">
export PLATFORM = sky130hd
export DESIGN_NAME = Main
export DESIGN_NICKNAME = Main
export VERILOG_FILES = /design/flow/design.v
export SDC_FILE = /design/flow/constraint.sdc
export NUM_CORES = 4
export LEC_CHECK = 1
export CORE_UTILIZATION = 40
</file>
<file path="constraint.sdc">
current_design Main

set clk_period 5.6
set clk_io_pct 0.2

create_clock -name clk0 -period $clk_period [get_ports {CLK}]

set non_clock_inputs [all_inputs -no_clocks]
set_input_delay [expr $clk_period * $clk_io_pct] -clock clk0 $non_clock_inputs
set_output_delay [expr $clk_period * $clk_io_pct] -clock clk0 [all_outputs]
</file>
<file path="design.v">
`default_nettype none
`default_nettype none
module Counter #(parameter TIMING_SCALE=24, OUT_WIDTH=4, MAX=2**OUT_WIDTH, MIN=0, INCREMENT=1) (
	input wire clk_in,
	output wire[OUT_WIDTH-1:0] out
);
	reg [$clog2(TIMING_SCALE):0] timing_counter;
    reg [OUT_WIDTH-1:0] counter;
    assign out = counter;
	always @(posedge clk_in) begin
		timing_counter = timing_counter + 1;
        if (timing_counter == TIMING_SCALE) begin
            timing_counter = 0;
            if (counter > MAX) 
                counter = MIN;
            else
                counter = counter + INCREMENT;
        end
    end
endmodule
`default_nettype none
module MuxCounter #(parameter TIMING_SCALE=24, OUT_WIDTH=5, MAX=5, MIN=0)(
	input wire clk_in,
	output reg[OUT_WIDTH:0] out
);
	reg [$clog2(TIMING_SCALE):0] counter;
	always @(posedge clk_in)
	begin
		counter = counter + 1;
		if(counter == TIMING_SCALE) begin
			counter = 0;
			case (out)
				0 : out <= 1;
				2**(MAX-1): out <= MIN;
				default : out <= (out << 1);
			endcase
		end
	end
endmodule
`default_nettype none
module DigitDecoder(
	input wire[3:0] in,
	output reg[7:0] out
);
	always @ (in) begin
		case(in)
			1 : out <= 8'b01100000;
			2 : out <= 8'b11011010;
			3 : out <= 8'b11110010;
			4 : out <= 8'b01100110;
			5 : out <= 8'b10110110;
			6 : out <= 8'b10111110;
			7 : out <= 8'b11100000;
			8 : out <= 8'b11111110;
			9 : out <= 8'b11100110;
			0 : out <= 8'b11111100;
			default : out <= 8'b00000000;
		endcase
	end
endmodule
`default_nettype none
module DecadeCounter (
	input wire clk_in,
	output wire[3:0] out,
	output reg carry
);
	always @(posedge clk_in) begin
		carry = 0;
		out = out + 1;
		if (out == 10) begin
			out = 0;
			carry = 1;
		end
	end
endmodule
module DisplayDigits(
	input wire[3:0] digit_select,
	input wire[3:0] bcd_digit_1,
	input wire[3:0] bcd_digit_2,
	input wire[3:0] bcd_digit_3,
	input wire[3:0] bcd_digit_4,
	output reg[7:0] out
);
	reg [3:0] digit_value;
	DigitDecoder digit (
		.in (digit_value),
		.out (out)
	);
	always @(digit_select) begin
		case(digit_select)
			4'b1000 : digit_value <= bcd_digit_1;
			4'b0100 : digit_value <= bcd_digit_2;
			4'b0010 : digit_value <= bcd_digit_3;
			4'b0001 : digit_value <= bcd_digit_4;
			default : digit_value <= 0;
		endcase
	end
endmodule
module LEDCounter #(localparam NUM_DIGITS=4) (
	input wire clk_in,
	output wire[3:0] digit_select,
	output wire[7:0] led_segments
);
	wire [NUM_DIGITS-1:0] pos_digit_select;
	genvar i;
	for(i = 0; i < NUM_DIGITS; i++)
		assign digit_select[i] = ~pos_digit_select[i];
	MuxCounter #(
		.TIMING_SCALE (16), 
		.OUT_WIDTH (NUM_DIGITS),
		.MAX (NUM_DIGITS), 
		.MIN (1)
	) refresh_counter(
		.clk_in (clk_in),
		.out (pos_digit_select)
	);
	wire [3:0]bcd_digits[3:0];
	wire carry[4:0];
	Counter #(
		.TIMING_SCALE (4_194_304),
		.OUT_WIDTH (1),
		.MAX (1),
		.MIN (0)
	) timing_clock (
		.clk_in (clk_in),
		.out (carry[0])
	);
	genvar j;
	for(j = 0; j < NUM_DIGITS; j = j + 1) begin
		DecadeCounter digit (
			.clk_in (carry[j]),
			.out (bcd_digits[j]),
			.carry (carry[j+1])
		);
	end
	DisplayDigits lookup(
		.digit_select (pos_digit_select),
		.bcd_digit_1 (bcd_digits[3]),
		.bcd_digit_2 (bcd_digits[2]),
		.bcd_digit_3 (bcd_digits[1]),
		.bcd_digit_4 (bcd_digits[0]),
		.out (led_segments)
	);
endmodule
module Main(
	input CLK, 
	output GLED, 
	output TR3, 
	output TR4, 
	output TR5,
	output TR6,
	output BR3, 
	output BR4, 
	output BR5,
	output BR6,
	output BR7,
	output BR8,
	output BR9,
	output BR10
);
	LEDCounter led_counter(
		.clk_in (CLK),
		.digit_select ({ TR3, TR4, TR5, TR6 }),
		.led_segments ({ BR3, BR4, BR5, BR6, BR7, BR8, BR9, BR10 })
	);
endmodule
</file>
==> deck_impl_summary.md <==
Key Metrics from the Run

Status
  • Outcome: complete, no violations

Floorplan
  • Starting utilization of the core area: 0.420
  • Ports: 14
  • Area of the core: slightly below 7000 um^2
  • Floorplan row count: 30
  • Horizontal die size: between 80 and 90 um
  • Total die area: 7560 um^2
  • Y dimension of the die: 87.0 um

Placement
  • Port bufs: 11
  • Worst slack after detailed placement: approximately 1.8 ns
  • Final GP Congestion: 0.851
  • Half-perimeter wire length after placement: 3910 um
  • Placed Instances: between 400 and 500

Timing
  • Actual transition at the worst max-transition pin: ~0.84 ns
  • Register pins left without a clock: 19
  • Final tally of hold violations: 0
  • Crit path setup slack, layout: 1.54 ns
  • Count of endpoints without a timing constraint: 19
  • Total Neg Setup Slack: 0 ns
  • Clock period minus final worst setup slack: 4.06 ns
  • Unrepaired setup endpoints after global routing: no
  • Slew Limit Fails: 0
  • Final Skew: 0.00217 ns
  • Final Setup Violations: 0
  • Tightest slew margin relative to the limit: 0.434
  • Highest clock frequency the design can meet: 247 MHz
  • Final Cycle Share: 0.724

Synth
  • Proportion of register bits with asynchronous set or reset after synthesis: 0
  • Yosys warns: 10
  • Instance tally after logic synthesis: ~320
  • Yosys-reported design area after synthesis: ~2900 um^2
  • Count of state elements after synthesis: roughly 53
  • Top flip-flop cell by instance count after synthesis: dfxtp_1
  • Count of instantiated cells in the yosys netlist: 323
  • Post-Syn Area per Cell: roughly 8.9 um^2
  • Count of distinct cell types in the synthesized netlist: 49
  • Synthesized area: 2890 um^2
  • Sequential fraction of the synthesis area: 0.388
  • Number of flops mapped to enable cells by yosys: 6

Setup path
  • Crit path launch type: flip-flop
  • Startpoint of the lowest-slack register-to-register path: led_counter.timing_clock.timing_counter[0]$_SDFF_PN0_
  • Crit Path Category: flip-flop to output pin
  • Reg2reg setup slack: 2.77 ns
  • Crit Reg-Reg Endpoint: led_counter.timing_clock.counter$_DFFE_PN_
  • Crit path capture type: output pin
  • Critical Path Stages: 9
  • Cell type of the slowest stage on the worst timing path: clkdlybuf4s50_1
  • Required time at the worst-slack endpoint: 4.48 ns
  • Cell-by-cell listing of the critical path: nor2b_1 > a22o_1 > a22oi_1 > o22a_1 > inv_1 > ha_1 > mux2_2 > o21ai_0 > clkdlybuf4s50_1
  • Crit-path leading delay family: AND-OR/OR-AND gates
  • Data arrival time of the critical path: 2.94 ns
  • Count of buffer and inverter cells on the critical path: 2
  • Longest individual stage delay on the worst path: between 0.4 and 0.5 ns
  • Cells on worst reg2reg path: 8
  • Highest fanout seen on the critical path: 6

Min path
  • Classification of the worst-slack hold path: flip-flop to flip-flop
  • Terminating pin of the worst hold path: led_counter.refresh_counter.out[2]$_SDFFCE_PP0N_
  • Min-delay src: led_counter.refresh_counter.out[1]$_SDFFCE_PP0N_
  • Number of cells on the worst hold path: 0

GRT
  • Most Crowded Layer GR: met2
  • Global-route wire length before repair: 8720 um
  • Number of global-route vias before repair: 1912
  • Met1 usage: 0.222
  • Pin count of the biggest net entering global routing: 11
  • Antenna violations before repair: 0
  • All-Layer GR Usage: 0.146
  • Met3 capacity usage during global routing: 0.0183
  • Global route overflow: 0
  • Met2 track demand over resource in global routing: 0.236

Flow run
  • OpenROAD warning count: 36
  • Maxcap violations: 0

Final layout
  • Share of layout cells above drive strength 1: 0.0542
  • Layout area overhead: 9.62%
  • Core occupancy in the finished layout: 0.461
  • Final cell count without fillers: ~430

Clocking
  • Worst-skew pair later-pin latency: 0.28 ns
  • TritonCTS clock tree: done
  • Root buffer cell: clkbuf_8
  • CTS Hold Bufs: 0
  • Buffer depth of the longest clock path: 2
  • TritonCTS buffer count: 5
  • Register clock-pin slew on the reported worst setup and hold paths: 0.07 ns
  • Post-cts sizing count: 0
  • Setup bufs post-CTS: 0
  • H-Tree Depth: 2

Drt
  • Vias after detailed routing: 2188
  • Mean number of vias per cell: 5.11
  • Count of routing violations after the opening detailed-route iteration: 71
  • DR pass1 iterations: 4
  • Average wire per cell in the routed design: 11.9 um
  • Antenna fix cells: 0
  • DRC errors left: 0
  • Final ANT Viol Nets: 0
  • Wire length reported by the detailed router: 5070 um

Power
  • Leakage: approximately 0.0012 uW
  • Pwr per Cell Area: roughly 140 nW/um^2
  • Post-layout power: 432 uW
  • Peak supply drop: 0.000148 V
[cell usage in the layout (no fill, tap or decap), types with 3 or more instances in the layout]
| cell | netlist | final |
|---|---|---|
| a32o_1 | 3 | 3 |
| nor3_1 | 8 | 8 |
| nand2_1 | 26 | 26 |
| a21oi_1 | 9 | 9 |
| nand4_1 | 12 | 12 |
| edfxtp_1 | 6 | 6 |
| inv_1 | 18 | 18 |
| nand2b_1 | 3 | 3 |
| xnor2_1 | 18 | 18 |
| a21boi_0 | 3 | 3 |
| mux2i_1 | 3 | 3 |
| o21ai_0 | 9 | 9 |
| o22ai_1 | 3 | 3 |
| xor2_1 | 16 | 16 |
| a22o_1 | 4 | 4 |
| clkdlybuf4s50_1 | 0 | 11 |
| and3_1 | 4 | 4 |
| a211oi_1 | 5 | 5 |
| mux2_2 | 3 | 3 |
| nor4_1 | 5 | 5 |
| o22a_1 | 3 | 3 |
| or2_2 | 3 | 3 |
| nor3b_1 | 3 | 3 |
| nor2_1 | 29 | 29 |
| nand3_1 | 19 | 19 |
| dfxtp_1 | 47 | 47 |
| clkbuf_8 | 0 | 6 |
| nor2b_1 | 5 | 5 |
| ha_1 | 18 | 18 |
| a22oi_1 | 5 | 5 |
[cells in the mapped netlist (2+ instances only)]
| master | instances | area (um^2) |
|---|---|---|
| mux2i_1 | 3 | 30.0 |
| nor3b_1 | 3 | 22.5 |
| a211oi_1 | 5 | 37.5 |
| o21ai_0 | 9 | 45.0 |
| inv_1 | 18 | 67.6 |
| dfxtp_1 | 47 | 941 |
| ha_1 | 18 | 225 |
| o21a_1 | 2 | 15.0 |
| nand3_1 | 19 | 95.1 |
| o22a_1 | 3 | 26.3 |
| nor4_1 | 5 | 31.3 |
| nand2_1 | 26 | 97.6 |
| buf_2 | 2 | 10.0 |
| nor2_1 | 29 | 109 |
| xor2_1 | 16 | 140 |
| xnor2_1 | 18 | 158 |
| nor4b_1 | 2 | 17.5 |
| a211o_1 | 2 | 17.5 |
| buf_4 | 2 | 15.0 |
| a32o_1 | 3 | 30.0 |
| mux2_2 | 3 | 33.8 |
| a22o_1 | 4 | 35.0 |
| a21boi_0 | 3 | 22.5 |
| edfxtp_1 | 6 | 180 |
| o22ai_1 | 3 | 18.8 |
| nor3_1 | 8 | 40.0 |
| nand4_1 | 12 | 75.1 |
| clkbuf_1 | 8 | 30.0 |
| or2_2 | 3 | 18.8 |
| a21oi_1 | 9 | 45.0 |
| nor2b_1 | 5 | 31.3 |
| nand2b_1 | 3 | 18.8 |
| a22oi_1 | 5 | 37.5 |
| and3_1 | 4 | 25.0 |
[cell type report]
type / count / area [um^2]
Fill cell: 663 / 3700
Multi-Input combinational cell: 241 / 1650
Sequential cell: 53 / 1120
Tap cell: 96 / 120
Timing Repair Buffer: 12 / 118
Clock buffer: 7 / 86.3
Inverter: 18 / 67.6
Clock inverter: 1 / 5.00
[registers in the layout, indices dropped and copies added (netlist names)]
signal,cells
led_counter.genblk2.digit.carry,3
led_counter.genblk2.digit.out,16
led_counter.refresh_counter.counter,5
led_counter.refresh_counter.out,5
led_counter.timing_clock.counter,1
led_counter.timing_clock.timing_counter,23
[power breakdown]
group / total [uW] / internal [uW] / switching [uW] / leakage (uW)
logic: 0.0204 / 0 / 0.0197 / 0.000727
clock network: 184 / 99.1 / 85.1 / 0.0000482
registers: 248 / 248 / 0 / 0.000448
[worst reg2reg max path, delay by kind of cell (launching register included)]
family | cells | cell delay [ns]
buffers and inverters | 1 | 0.09
adder cells (fa/ha/maj) | 1 | 0.29
XOR/XNOR | 1 | 0.19
flip-flops | 1 | 0.47
AND/OR/NAND/NOR | 5 | 1.47
[logic make-up after synthesis]
family | share of synthesized area
DFF | 0.388
and+or+nand+nor | 0.236
xor gates and xnor gates | 0.103
muxes | 0.0221
AOI/OAI and AO/OA | 0.128
adders and majority gates | 0.0780
other | 0.00130
buffers and inverters | 0.0425
[worst max path at each step]
stage,slack (ns),start,endpoint
after CTS,1.53,led_counter.refresh_counter.out[0]$_DFFE_PN_,BR6
after global routing,1.32,led_counter.refresh_counter.out[0]$_DFFE_PN_,BR6
final,1.54,led_counter.refresh_counter.out[0]$_DFFE_PN_,BR6
[stage by stage]
stage | hold WS, ns | cell area (um^2)
after floorplan | 0.433 | 2890
after global placement | 0.438 | 3070
after detailed placement | 0.447 | 3070
after CTS | 0.463 | 3160
after global routing | 0.481 | 3160
final | 0.457 | 3160
[metal layers]
metal,up-vias,part of all wire
met5,-,0
met1,1005,0.50
met3,5,0.029
li1,1153,-
met2,25,0.46
met4,0,0.010
No activity file was given, so power comes from the tool's default toggle rates.
