==> /design/flow/design.v <==
`default_nettype none
module Binary2BCD(
    input wire [13:0] binary,
    output reg [3:0] thousands,
    output reg [3:0] hundreds,
    output reg [3:0] tens,
    output reg [3:0] ones
); 
    reg [29:0]shifter = 0;
    integer i;
    always @(*) begin
        shifter = 0;
        shifter[13:0] = binary;
        for (i = 0; i< 14; i = i + 1) begin
            if (shifter[17:14] >= 5)
                shifter[17:14] = shifter[17:14] + 3;
            if (shifter[21:18] >= 5)
                shifter[21:18] = shifter[21:18] + 3;
            if (shifter[25:22] >= 5)
                shifter[25:22] = shifter[25:22] + 3;
            if (shifter[29:26] >= 5)
                shifter[29:26] = shifter[29:26] + 3;
            shifter = shifter << 1;
        end  
        thousands = shifter[29:26];
        hundreds = shifter[25:22];
        tens = shifter[21:18];
        ones = shifter[17:14];
    end
endmodule
==> /design/flow/run.sh <==
#!/bin/bash
# OpenROAD 26Q1-2900-gdf79404cd8, Yosys 0.63+post, stock flow scripts
make -C /OpenROAD-flow-scripts/flow DESIGN_CONFIG=/design/flow/config.mk WORK_HOME=/design/flow/orfs finish
==> /design/flow/config.mk <==
export PLATFORM = sky130hd
export DESIGN_NAME = Binary2BCD
export DESIGN_NICKNAME = Binary2BCD
export VERILOG_FILES = /design/flow/design.v
export SDC_FILE = /design/flow/constraint.sdc
export NUM_CORES = 4
export LEC_CHECK = 1
export CORE_AREA = 10 10 108 108
export DIE_AREA = 0 0 118 118
==> /design/flow/constraint.sdc <==
current_design Binary2BCD

set clk_period 21.1
set clk_io_pct 0.2

create_clock -name clk0 -period $clk_period

set non_clock_inputs [all_inputs -no_clocks]
set_input_delay [expr $clk_period * $clk_io_pct] -clock clk0 $non_clock_inputs
set_output_delay [expr $clk_period * $clk_io_pct] -clock clk0 [all_outputs]
==> summary.rpt <==
=== SYNTHESIS / PLACE & ROUTE SUMMARY ===
----------------------------------------------------
[Route]
  DRC violation total after the first TritonRoute iteration ........................ 313
  Via count ........................ 4276
  Number of routed nets with antenna violations ........................ 0
  DR WL/cell ........................ 14.0 um
  Average via count per standard cell ........................ 6.13
  Wire length after detailed routing ........................ 9750 um
  Antenna Cells ........................ 0
  Post-route DRC ........................ 0
  Router iterations before antenna repair ........................ 4

[Timing]
  Final setup viols ........................ 0
  Total negative slack for setup checks ........................ 0 ns
  RSZ-0062 raised after global routing ........................ no
  Worst hold margin ........................ 8.44 ns
  Transition time of the tightest slew-check pin ........................ 0.876 ns
  Peak Freq ........................ 51.8 MHz
  Final critical delay including setup and external delays ........................ 19.31 ns
  Relative slew margins ........................ 41.3%
  Final cycle utilization of the critical path ........................ 91.5%
  Slew Viols, Final ........................ 0
  Final number of hold-violating endpoints ........................ 0

[Logic synthesis]
  Unique cell types ........................ 104
  Post-synthesis sequential area ratio ........................ 0%
  Aoi/oai-family share of the synthesized area ........................ 44.8%
  Yosys Chip Area ........................ 3980 um2
  Yosys adder share ........................ 7.77%
  Simple Share, Synth ........................ 25.2%
  Area leader share ........................ 7.24%
  Mean post-synth cell area ........................ 7.01 um2
  Most frequently used cell type in the post-synthesis netlist ........................ nor2_1
  Main logic family after synthesis ........................ AND-OR/OR-AND gates
  Cell area after synthesis ........................ 3980 um2
  Cell type with the highest aggregate area in the netlist ........................ ha_1
  Xor/xnor share of the synthesized area ........................ 6.20%
  Top cells, area ........................ ha_1 7.2%, mux2i_1 5.5%, nor2_1 5.5%
  Yosys cell count ........................ 567
  Proportion of synthesized area in mux cells ........................ 9.00%
  Top cells by count, synth ........................ 58 x nor2_1, 41 x nand2_1, 36 x a21oi_1
  Number of instances in the synthesized netlist ........................ 567
  Synth warnings ........................ 1

[Clock tree]
  Number of buffers inserted by hold repair at cts ........................ 0
  Number of setup buffers added after CTS ........................ 0
  PostCTS Resize Cnt ........................ 0

[Status]
  Status ........................ complete, no violations

[Floorplan]
  Horizontal die size ........................ 118 um
  Vertical die dimension ........................ 118 um
  Number of top-level pins ........................ 30
  CORE AREA ........................ 9280 um2
  Total die size ........................ 13900 um2
  Number of placement rows ........................ 35
  Core Density at Floorplan ........................ 42.8%

[Critical path]
  Worst EP arrival ........................ 15.09 ns
  Largest delay share family, worst path ........................ AND-OR/OR-AND gates
  Crit path top cell by count ........................ ha_1
  Slowest cell delay on critical path ........................ 0.63 ns
  Element type at the critical path start ........................ input pin
  CP bufs+invs ........................ 8
  Required time reported for the critical path endpoint ........................ 16.88 ns
  Largest fanout on the critical path ........................ 11
  Slowest library cell on the worst path ........................ clkdlybuf4s50_1
  Element type at the critical path end ........................ output pin
  Path type of the worst setup path ........................ in -> out
  Number of stages on the worst setup path ........................ 44

[Min path]
  Worst Hold Path Cells ........................ 0
  Endpoint of the worst hold path ........................ ones[0]
  Tightest Hold Check Type ........................ in -> out
  Hold Path Origin ........................ binary[0]

[Final layout]
  Fraction of layout cells with a size suffix above 1 ........................ 11.4%
  Layout clock buffers ........................ 0
  Area of all sequential standard cells ........................ 0 um2
  Sequential cell count ........................ 0
  Final std cells w/o fill ........................ 697
  Synthesis-to-layout area growth ........................ 7.58%

[Global routing]
  Pin count of the biggest net entering global routing ........................ 23
  Via count of the first global-routing pass ........................ 3708
  Number of antenna violations at the first check in global routing ........................ 0
  Remaining Overflow, GRT ........................ 0
  Total track usage ........................ 13.1%
  Global-route wire length before repair ........................ 16900 um

[Placed design]
  Port bufs ........................ 28
  HPWL reported at the end of detailed placement ........................ 7560 um
  Global placement routability congestion ........................ 0.925
  Count of placed standard cells including taps ........................ 697

[Flow run]
  Number of logged tool warnings ........................ 37
  Max-cap violations ........................ 0

----------------------------------------------------
==> cells by family after synthesis <==
logic type	Yosys count
adder cells (fa/ha/maj)	25
AND/OR/NAND/NOR	198
XOR/XNOR	21
AND-OR/OR-AND	228
multiplexers	33
buffers and inverters	62
==> routing by layer <==
metal	vias to the layer above	GRT usage, %	part of all wire (%)
li1	2221	-	-
met1	1961	18.8	50
met2	90	22.2	46
met3	4	0.681	3.4
met4	0	0.541	0.41
met5	-	0	0
==> how the worst max path moves through the flow <==
stage	start	to	slack, ns
4_1_cts	binary[12]	hundreds[0]	1.84
5_1_grt	binary[12]	hundreds[0]	0.79
6_report	binary[12]	hundreds[0]	1.79
==> cell type report <==
cell class	count	area, um2
Fill cell	929	5010
Multi-Input combinational cell	505	3700
Timing Repair Buffer	29	288
Tap cell	129	161
Inverter	34	133
==> cells in the final DEF, fill, tap and decap left out, types with 4 or more instances in the layout <==
| master | Yosys | routed |
|---|---|---|
| nor2_1 | 58 | 58 |
| nand2_1 | 41 | 41 |
| a21oi_1 | 36 | 36 |
| inv_1 | 29 | 29 |
| clkdlybuf4s50_1 | 0 | 28 |
| o21ai_0 | 24 | 24 |
| ha_1 | 23 | 23 |
| mux2i_1 | 22 | 22 |
| nand3_1 | 17 | 17 |
| nor3_1 | 16 | 16 |
| o211ai_1 | 13 | 13 |
| xnor2_1 | 12 | 12 |
| o22ai_1 | 11 | 11 |
| a31oi_1 | 11 | 11 |
| a211oi_1 | 11 | 11 |
| a21o_1 | 9 | 9 |
| nor2b_1 | 9 | 9 |
| and2_1 | 7 | 7 |
| nand2b_1 | 7 | 7 |
| o211a_1 | 7 | 7 |
| mux2_2 | 7 | 7 |
| nor4_1 | 6 | 6 |
| o21ai_1 | 6 | 6 |
| and3_1 | 5 | 5 |
| or3_1 | 5 | 5 |
| o221ai_1 | 5 | 5 |
| o31ai_1 | 4 | 4 |
| o21ai_2 | 4 | 4 |
| a21oi_2 | 4 | 4 |
| a22o_1 | 4 | 4 |
| o22a_1 | 4 | 4 |
| o31a_1 | 4 | 4 |
| o21a_1 | 4 | 4 |
==> metrics by stage <==
| step | util [%] | worst slack, ns | instance area, um2 |
|---|---|---|---|
| final | 46.1 | 1.79 | 4280 |
| after global routing | 46.1 | 0.794 | 4280 |
| after CTS | 46.1 | 1.84 | 4280 |
| after detailed placement | 46.1 | 1.92 | 4280 |
| after global placement | 46.1 | 2.09 | 4280 |
| after floorplan | - | 4.09 | 3980 |
